--- flow/run.sh ---
#!/bin/bash
# OpenROAD 26Q1-2900-gdf79404cd8, Yosys 0.63+post, stock flow scripts
make -C /OpenROAD-flow-scripts/flow DESIGN_CONFIG=/design/flow/config.mk WORK_HOME=/design/flow/orfs finish
--- flow/config.mk ---
export PLATFORM = sky130hd
export DESIGN_NAME = multiplier_4bit
export DESIGN_NICKNAME = multiplier_4bit
export VERILOG_FILES = /design/flow/design.v
export SDC_FILE = /design/flow/constraint.sdc
export NUM_CORES = 4
export LEC_CHECK = 1
export CORE_AREA = 10 10 70 70
export DIE_AREA = 0 0 80 80
--- flow/constraint.sdc ---
current_design multiplier_4bit

set clk_period 1.9
set clk_io_pct 0.2

create_clock -name clk0 -period $clk_period

set non_clock_inputs [all_inputs -no_clocks]
set_input_delay [expr $clk_period * $clk_io_pct] -clock clk0 $non_clock_inputs
set_output_delay [expr $clk_period * $clk_io_pct] -clock clk0 [all_outputs]
--- flow/design.v ---
`timescale 1ps / 1ps
module full_adder (
    input wire a,
    input wire b,
    input wire cin,
    output wire sum,
    output wire cout
);
wire s1, c1, c2;
half_adder h1 (a, b, s1, c1);
half_adder h2 (s1, cin, sum, c2);
assign cout = c1 | c2;
endmodule
`timescale 1ps / 1ps
module half_adder (
    input wire a,
    input wire b,
    output wire sum,
    output wire cout
);
assign sum = a ^ b;
assign cout = a & b;
endmodule
`timescale 1ps / 1ps
module multiplier_4bit (
    input wire [3:0] a,        
    input wire [3:0] b,        
    output wire [7:0] product  
);
wire [3:0] pp0, pp1, pp2, pp3; 
wire [7:0] sum1, sum2, sum3;  
wire c1, c2, c3;
assign pp0 = a & {4{b[0]}};  
assign pp1 = a & {4{b[1]}};  
assign pp2 = a & {4{b[2]}};  
assign pp3 = a & {4{b[3]}};  
parallel_adder adder1 (pp0, {pp1[3:0], 1'b0}, 1'b0, sum1[3:0], c1);
assign sum1[7:4] = {3'b000, c1};
parallel_adder adder2 (sum1[3:0], {pp2[3:0], 2'b00}, 1'b0, sum2[3:0], c2);
assign sum2[7:4] = {3'b000, c2};
parallel_adder adder3 (sum2[3:0], {pp3[3:0], 3'b000}, 1'b0, product[3:0], c3);
assign product[7:4] = {3'b000, c3};
endmodule
`timescale 1ps / 1ps
module parallel_adder (
    input wire [3:0] a,
    input wire [3:0] b,
    input wire cin,
    output wire [3:0] sum,
    output wire cout
);
wire c1, c2, c3;
full_adder fa0 (a[0], b[0], cin, sum[0], c1);
full_adder fa1 (a[1], b[1], c1, sum[1], c2);
full_adder fa2 (a[2], b[2], c2, sum[2], c3);
full_adder fa3 (a[3], b[3], c3, sum[3], cout);
endmodule
==> job_summary.md <==
### Yosys + OpenROAD results

| Metric | Value |
|---|---|
| Ports | `16` |
| Yosys cell types | `8` |
| Vias in the first global route | `203` |
| Worst setup margin | `-0.782 ns` |
| Area Growth Syn to Fin | `91.1%` |
| Chip Area, Yosys | `211 um^2` |
| Die height | `approximately 80 um` |
| DRC violations left | `0` |
| Critical path cell sequence | `buf_8 -> buf_6 -> and2_4 -> fa_1 -> ha_4 -> xor2_1 -> xnor2_1 -> xnor2_1 -> ha_2 -> buf_2` |
| Grt peak-use layer | `met2` |
| Ys cells | `27` |
| Cell at the slowest stage of the critical path | `fa_1` |
| WL/cell | `8.23 um` |
| Critical Path Fanout Max | `3` |
| GR Util met1 | `2.18%` |
| Gate count of the mapped netlist | `27` |
| Max-Cap Viols | `0` |
| Port Buffers | `13` |
| DPL Wire Length | `546 um` |
| Number of clock-tree buffers in the layout | `0` |
| Status | `finished, violations left` |
| Seq cells | `0` |
| Pleak | `0.165 nW` |
| RSZ-0062 raised after global routing | `yes` |
| Max VDD drop | `0.0329 mV` |
| Launch point of the worst path | `b[0]` |
| Initial drt markers | `1` |
| Tcrit/Tclk final | `141%` |
| CP peak stage delay | `0.57 ns` |
| Placer Congestion | `0.783` |
| Total GRT Usage | `2.03%` |
| WS Path Type | `input pin to output pin` |
| Worst hold path class | `input pin to output pin` |
| WL final | `675 um` |
| Yosys warning count | `3` |
| Setup crit start kind | `input pin` |
| Iteration count of the initial detailed-routing pass | `2` |
| CP endpoint | `product[3]` |
| Final ANT Viol Nets | `0` |
| GR Util met3 | `under 10%` |
| Mapped Area | `211 um^2` |
| Final setup fails | `3` |
| Pwr Total | `0.0000915 W` |
| Init Core Util | `~6.2%` |
| Total gr overflow | `0` |
| Vias | `191` |
| FILL cells | `404` |
| Final Hold Fails | `0` |
| Critical Path AT | `2.30 ns` |
| Hold wc startpoint | `a[0]` |
| Failing checks | `setup timing` |
| Row cnt | `21` |
| Core area | `3420 um^2` |
| N_diodes | `0` |
| Storage cell area | `0 um^2` |
| Comb area | `about 190 um^2` |
| M2 GR Usage | `between 2 and 3%` |
| Final TNS setup | `-1.53 ns` |
| Mean area per synthesized cell | `around 7.8 um^2` |
| Worst path most repeated cell | `xnor2_1` |
| Number of OpenROAD warnings | `35` |
| Final Max Tran Viols | `0` |
| Initial antenna violation count | `0` |
| P per Cell Area | `about 230 nW/um^2` |
| Register area share after synthesis | `0%` |
| Crit end category | `output pin` |
| Layout cells sized above 1 | `41.7%` |
| Hold-fix buffers, CTS | `0` |
| Die footprint | `6400 um^2` |
| Hold_ws | `1.29 ns` |
| First-pass GRT wire length | `between 1000 and 1500 um` |
| Die W | `80 um` |
| Max Clock Freq | `0.373 GHz` |
| Fin crit period | `2.68 ns` |
| Pin count of the biggest net entering global routing | `4` |
| Via-to-Cell Ratio | `2.33` |
| WP data required | `1.52 ns` |
## synth_stat cells (all sizes together)
master	count	share of area, %
ha	3	18
nand2	3	5.3
xnor2	3	12
xor2	1	4.1
buf	8	28
and2	7	21
conb	1	1.8
fa	1	9.5
## critical path: cells and delay by family
family	cells	cell delay, ns
buffers and inverters	3	0.32
and+or+nand+nor	1	0.15
adders and majority gates	3	0.99
xor gates and xnor gates	3	0.45
## kinds of logic after synthesis
kind of cell	count (synthesis)	synth area share [%]
XOR/XNOR	4	16.6
adder cells (fa/ha/maj)	4	27.2
buffers and inverters	8	28.4
other	1	1.77
AND/OR/NAND/NOR	10	26.0
## cell usage in the layout, fill, tap and decap left out
master	count
xor2_1	1
clkdlybuf4s15_1	1
buf_6	4
and2_1	4
fa_1	1
nand2_1	3
ha_2	1
ha_4	2
buf_2	2
conb_1	3
buf_8	2
xnor2_1	3
clkdlybuf4s50_1	5
buf_4	1
and2_4	3
## metal layers
layer	vias up	routed length (um)
met1	89	244
li1	91	-
met4	0	0
met2	11	276
met5	-	0
met3	0	154
## how the worst min path moves through the flow
stage | to | slack, ns | depth (start not counted)
4_1_cts | product[3] | 1.28 | 5
5_1_grt | product[4] | 1.31 | 5
6_report | product[4] | 1.29 | 5
## repair_timing
item	in CTS	in global routing
buffers inserted	2	0
resized	39	5
endpoints found under the setup margin	5	3
pin swaps	8	8
## through the flow
stage	area, um^2	util [%]	worst slack [ns]	cells
after floorplan	224	-	-0.597	29
after global placement	352	10.3	-1.45	80
after detailed placement	352	10.3	-1.46	80
after CTS	377	11.0	-0.844	82
after global routing	404	11.8	-0.876	82
final	404	11.8	-0.782	82
## where the power goes
group          total [W]  switching (W)  internal, W
Combinational  0.0000915      0.0000300    0.0000615
Sequential             0              0            0
Clock                  0              0            0
Total          0.0000915      0.0000300    0.0000615
## final cells by class
cell class / instances / area share, %
Tap cell: 46 / 14.2
Multi-Input combinational cell: 21 / 48.0
Timing Repair Buffer: 15 / 37.8
Power figures rest on the tool's default switching activity, not on a simulated workload.
